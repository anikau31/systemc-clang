`design/flow/design.v`:
```
module reconf_part_0(
  output logic [511:0]AXI_STR_RXD_0_tdata,
  output logic AXI_STR_RXD_0_tlast,
  input  logic AXI_STR_RXD_0_tready,
  output logic AXI_STR_RXD_0_tvalid,
  input  logic [511:0]AXI_STR_TXD_0_tdata,
  input  logic AXI_STR_TXD_0_tlast,
  output logic AXI_STR_TXD_0_tready,
  input  logic AXI_STR_TXD_0_tvalid,
  input  logic clk100mhz_0,
  input  logic clk25mhz_0,
  input  logic clk50mhz_0,
  input  logic locked_0,
  input  logic [0:0]peripheral_aresetn_0,
  input  logic [0:0]peripheral_reset_0,
   input  S_BSCAN_drck,
   input  S_BSCAN_shift,
   input  S_BSCAN_tdi,
   input  S_BSCAN_update,
   input  S_BSCAN_sel,
   output S_BSCAN_tdo,
   input  S_BSCAN_tms,
   input  S_BSCAN_tck,
   input  S_BSCAN_runtest,
   input  S_BSCAN_reset,
   input  S_BSCAN_capture,
   input  S_BSCAN_bscanid_en
);
  assign AXI_STR_TXD_0_tready = AXI_STR_RXD_0_tready;
  always @(posedge clk50mhz_0) begin
    if(peripheral_reset_0) begin
      AXI_STR_RXD_0_tvalid <= 0;
      AXI_STR_RXD_0_tlast  <= 0;
      AXI_STR_RXD_0_tdata  <= 0;
    end else begin
      AXI_STR_RXD_0_tvalid <= AXI_STR_TXD_0_tvalid;
      AXI_STR_RXD_0_tlast  <= AXI_STR_TXD_0_tlast;
      AXI_STR_RXD_0_tdata  <= AXI_STR_TXD_0_tdata + 32'hdeadbeef;
    end
  end
endmodule
```
`design/flow/run.sh`:
```
#!/bin/bash
# OpenROAD 26Q1-2900-gdf79404cd8, Yosys 0.63+post, stock flow scripts
make -C /OpenROAD-flow-scripts/flow DESIGN_CONFIG=/design/flow/config.mk WORK_HOME=/design/flow/orfs finish
```
`design/flow/config.mk`:
```
export PLATFORM = sky130hd
export DESIGN_NAME = reconf_part_0
export DESIGN_NICKNAME = reconf_part_0
export VERILOG_FILES = /design/flow/design.v
export SDC_FILE = /design/flow/constraint.sdc
export NUM_CORES = 4
export LEC_CHECK = 1
export CORE_AREA = 10 10 403 403
export DIE_AREA = 0 0 413 413
```
`design/flow/constraint.sdc`:
```
current_design reconf_part_0

set clk_period 68.6
set clk_io_pct 0.2

create_clock -name clk0 -period $clk_period [get_ports {clk50mhz_0}]

set non_clock_inputs [all_inputs -no_clocks]
set_input_delay [expr $clk_period * $clk_io_pct] -clock clk0 $non_clock_inputs
set_output_delay [expr $clk_period * $clk_io_pct] -clock clk0 [all_outputs]
```
==> summary.txt <==
Status -> complete, no violations
Routed WL per cell -> 43.4 um
Total congestion overflow -> 0
Die Y -> 413 um
Final WL -> 343 mm
Die Width -> 413 um
Worst-path maximum fanout -> 1
Chip area in the Yosys report -> 33,300 um^2
Final Cycle Share -> 40.0%
DRT Pass-1 Iters -> 6
Post-CTS Resized -> 0
Slew margin rel. -> 17.9%
CP Class -> in2out
Cells after synthesis -> 4,562
Max-area cell share -> 30.9%
NetSw -> 244 uW
Comb pwr share -> 20.0%
Max Root-Sink Buffers -> 3
Sum Neg Setup Slack -> 0 ns
Worst hold path type -> in2reg
# port buffers -> 1,029
Yosys Warn Count -> 2
Final Hold Viols -> 0
Cell count in the Yosys report -> 4,562
Biggest area cells -> dfxtp_1 31%, nand4_1 9.2%, nor4_1 5.7%, nand3_1 5.3%, nor2_1 5.3%
Peak Freq -> 36.4 MHz
First-pass GRT wire length -> 438 mm
Startpoint types -> input pin
Tool warnings -> 43
Cell Area, Synth -> 33,300 um^2
PwrDens -> 16.3 nW/um^2
Ys async rst share -> 0%
Clk slew on worst S/H paths -> 0.07 ns
Crit end category -> output port
Internal -> 571 uW
Hold path start -> peripheral_reset_0[0]
GRT Total Usage -> 39.1%
Area grow syn2layout -> 50.5%
#FFs+latches synth -> 514
DR vias -> 48,018
Final setup viols -> 0
Post-CTS Setup Bufs -> 0
CTS tree -> done
Synth cell types -> 75
Static Leak -> 15.3 nW
Synth Seq Share -> 30.9%
Synth top cells by count -> 514 x dfxtp_1, 489 x nand4_1, 469 x nor2_1
Cell Rows -> 144
Most common reg cell -> dfxtp_1
Initial antenna violation count -> 87
Worst VDD drop -> 0.0193 mV
Clk root buf -> clkbuf_16
FP Util -> 21.6%
Pin slew with the least headroom to its limit -> 1.22 ns
Clock network power share -> 40.6%
Chip area -> 171,000 um^2
MaxCap Viol Count -> 0
Final ANT Viol Nets -> 0
Crit path arrival time -> 13.72 ns
Core area -> 154,000 um^2
GP Congestion -> 1.06
Final Slew Violations -> 0
Most instantiated library cell after synthesis -> dfxtp_1
Required @ worst endpoint -> 54.88 ns
Hold slack -> 13.45 ns
RSZ-0062 raised after global routing -> false
Io pins -> 1,048
Hold buffers post-CTS -> 0
Switching share of power -> 29.9%
Residual DRC -> 0
Yosys top cell by area -> dfxtp_1
Post-synth EDFFs -> 0
Vias in the first global route -> 44,178
Avg Vias per Cell -> 6.07
Critical path origin -> AXI_STR_RXD_0_tready
Clock sink total -> 514
Post-DP HPWL -> 292 mm
Largest net degree at the start of global routing -> 108
Htree depth -> 2
Avg Cell Area, Syn -> 7.30 um^2
Register share of total power -> 39.3%
1st-iter DRT viols -> 6,130
Total CTS buffers -> 59
Fin crit period -> 27.44 ns
Layout cell share with drive strength beyond 1 -> 9.22%
Fin util -> 32.6%
==> cells by family after synthesis <==
logic type | share of synthesized area [%]
AND/OR/NAND/NOR | 48.7
buffers and inverters | 3.04
AND-OR/OR-AND | 10.9
flip-flops | 30.9
adder cells (fa/ha/maj) | 0.0376
XOR/XNOR | 6.26
other | 0.0113
multiplexers | 0.203
==> final cells by class <==
type / count / area (um^2)
Inverter: 75 / 282
Clock inverter: 34 / 367
Multi-Input combinational cell: 3782 / 22200
Clock buffer: 78 / 1630
Fill cell: 16535 / 104000
Timing Repair Buffer: 1343 / 12700
Antenna cell: 44 / 110
Sequential cell: 514 / 10300
Tap cell: 2044 / 2560
==> metrics by stage <==
| step | setup slack (ns) | power [mW] | area [um^2] | std cells |
|---|---|---|---|---|
| 2_1_floorplan | 41.06 | 0.361 | 33300 | 4562 |
| 3_3_place_gp | 41.16 | 0.487 | 48000 | 7758 |
| 3_5_place_dp | 41.16 | 0.486 | 48000 | 7758 |
| 4_1_cts | 41.16 | 0.818 | 50000 | 7870 |
| 5_1_grt | 41.16 | 0.836 | 50000 | 7893 |
| 6_report | 41.16 | 0.815 | 50100 | 7914 |
==> routing by layer <==
layer  vias to the layer above  global-route usage [%]  wire length, um
li1                      20082                       -                -
met1                     23743                    50.4           133000
met2                      3421                    58.9           150000
met3                       738                    11.7            36500
met4                        34                    20.8            23300
met5                         -                       0              209
==> power groups by stage <==
stage | Sequential [mW] | Clock [mW] | Combinational [mW]
4_1_cts | 0.321 | 0.337 | 0.160
5_1_grt | 0.322 | 0.346 | 0.168
6_report | 0.321 | 0.331 | 0.163
==> placed cells by master (no fill, tap or decap), drive strengths merged, types with 6 or more instances in the layout <==
| master | count |
|---|---|
| nor3 | 242 |
| o21ai | 135 |
| a21oi | 263 |
| and3 | 110 |
| nor4 | 311 |
| nand4b | 17 |
| nand3b | 10 |
| clkinv | 14 |
| or3 | 176 |
| dfxtp | 514 |
| a31o | 17 |
| clkinvlp | 8 |
| or2 | 26 |
| and2 | 54 |
| clkbuf | 78 |
| nor4b | 13 |
| nor2b | 17 |
| buf | 315 |
| nand2b | 12 |
| xnor2 | 128 |
| o31ai | 96 |
| nand2 | 368 |
| o21ba | 12 |
| or4 | 165 |
| nor3b | 6 |
| mux2 | 6 |
| inv | 83 |
| nand4 | 490 |
| nand3 | 358 |
| a211oi | 6 |
| o21a | 7 |
| nor4bb | 7 |
| xor2 | 110 |
| diode | 44 |
| and4 | 81 |
| a21bo | 6 |
| nor2 | 469 |
| clkdlybuf4s50 | 1028 |
==> sequential cells by signal, summed over array words and instances, names as in the netlist <==
register,count
AXI_STR_RXD_0_tvalid,1
AXI_STR_RXD_0_tlast,1
AXI_STR_RXD_0_tdata,512
==> worst paths after layout <==
check | endpoint | slack, ns | cells after the start
worst max-delay path | AXI_STR_TXD_0_tready | 41.16 | 0
worst min-delay path | AXI_STR_RXD_0_tdata[11]$_SDFF_PP0_ | 13.45 | 2
Power figures rest on the tool's default switching activity, not on a simulated workload.
